`design/flow/design.v`:
```
module saturate (unsigned_err, 
	signed_err, signed_D_diff, 
	unsigned_err_sat, 
	signed_err_sat, 
	signed_D_diff_sat);
input [16:0] unsigned_err, signed_err;
input [9:0]  signed_D_diff;
output [9:0] unsigned_err_sat, signed_err_sat;
output [5:0] signed_D_diff_sat;
localparam MAX_10 = 10'b0111111111;
localparam MIN_10 = 10'b1000000000;
localparam MAX_6 = 6'b011111;
localparam MIN_6 = 6'b100000;
assign unsigned_err_sat = (|unsigned_err[16:10]) ?    
MAX_10 : unsigned_err[9:0];					          
assign signed_err_sat = (~signed_err[16]) ?            
(!(|signed_err[16:10]) ? signed_err[9:0] : MAX_10) :   
((&signed_err[16:10]) ? signed_err[9:0]: MIN_10);
assign signed_D_diff_sat = ~(signed_D_diff[9]) ?         
(!(|signed_D_diff[9:6]) ? signed_D_diff[5:0] : MAX_6) :  
((&signed_D_diff[9:6]) ? signed_D_diff[5:0]: MIN_6);
endmodule
```
`design/flow/run.sh`:
```
#!/bin/bash
# OpenROAD 26Q1-2900-gdf79404cd8, Yosys 0.63+post, stock flow scripts
make -C /OpenROAD-flow-scripts/flow DESIGN_CONFIG=/design/flow/config.mk WORK_HOME=/design/flow/orfs finish
```
`design/flow/config.mk`:
```
export PLATFORM = sky130hd
export DESIGN_NAME = saturate
export DESIGN_NICKNAME = saturate
export VERILOG_FILES = /design/flow/design.v
export SDC_FILE = /design/flow/constraint.sdc
export NUM_CORES = 4
export LEC_CHECK = 1
export CORE_AREA = 10 10 70 70
export DIE_AREA = 0 0 80 80
```
`design/flow/constraint.sdc`:
```
current_design saturate

set clk_period 1.7
set clk_io_pct 0.2

create_clock -name clk0 -period $clk_period

set non_clock_inputs [all_inputs -no_clocks]
set_input_delay [expr $clk_period * $clk_io_pct] -clock clk0 $non_clock_inputs
set_output_delay [expr $clk_period * $clk_io_pct] -clock clk0 [all_outputs]
```
==> flow_metrics.py <==
# Metrics from the implementation run
metrics = {
    "synth": {
        "common_cells": "o2bb2ai_1 (14), nor4_1 (10), or2_2 (9)",
        "postSynthSeqShare": 0,
        "largest_area_cell": "o2bb2ai_1",
        "synthCells": 69,
        "synth-area-yosys_sq_um": 438,
        "yosys_cells": 69,
        "synth_area_sq_um": 438,
        "syn-mean-instance-area_sq_um": 6.35,
        "synth_warnings": 0,
        "synthDistinctLibCells": 18,
        "top_cells_by_area": "o2bb2ai_1 (28%), nor4_1 (14%), or2_2 (13%)",
        "yosysTopAreaCellShare": 0.280,
        "top_cell": "o2bb2ai_1",
    },
    "pwr": {
        "p_leak_nw": 0.637,
        "p_per_area_mw_per_mm2": 168,
        "irDropWorstVdd_v": 0.0000879,
    },
    "detailed_routing": {
        "drtIter0Drc": 44,
        "wire_per_inst_um": 15.4,
        "first_pass_iters": 4,
        "wl_um": 3210,
        "via_per_inst": 4.43,
        "postRouteAntennaNets": 0,
        "post-route-drc-count": 0,
        "vias": 926,
        "diodes": 0,
    },
    "worst_setup_path": {
        "required_ns": 1.36,
        "end_kind": "output port",
        "crit_top_cell": "buf_6",
        "max_stage_delay_ns": 0.58,
        "crit_chain": "buf_6 > or4_4 > buf_8 > buf_6 > nor4_4 > o2bb2ai_1 > buf_2",
        "path_buffers": 4,
        "path_class": "input pin to output port",
        "cp.arrival_ns": 1.68,
        "cp_max_fo": 5,
        "worst-path-stages": 7,
        "slowest_stage": "or4_4",
        "cp_top_family": "simple AND/OR/NAND/NOR gates",
        "start_kind": "input pin",
    },
    "floorplanning": {
        "die_w_um": 80,
        "dieHeight_um": 80,
        "ioPinCount": 70,
        "row_count": 21,
        "dieArea_sq_mm": 0.00640,
        "core_sq_mm": 0.00342,
        "initial_core_util": 0.128,
    },
    "grt": {
        "grt_pass1_vias": 977,
        "overflow": 0,
        "grt_start_max_net_pins": 11,
        "grt_pass1_wl_um": 4710,
        "antenna_found_initial": 0,
        "grt_util_all_layers": 0.0880,
    },
    "sta": {
        "fin_crit_sh": 1.19,
        "drv_slew": 0,
        "whs_ns": 1.11,
        "min_period_ns": 2.02,
        "hold_viol": 0,
        "tightest_slew_ns": 0.395,
        "finalSetupViolCount": 14,
        "fmax_ghz": 0.495,
        "maxSlewHeadroom": 0.736,
        "grt_setup_unrepaired": "yes",
        "worst_slack_ns": -0.319,
    },
    "flow_run": {
        "log.warning_count": 35,
        "cap_violations": 0,
    },
    "status": {
        "outcome": "finished with violations",
        "violations": "setup timing",
    },
    "min_path": {
        "whs_path_depth": 4,
        "hp-start": "signed_err[12]",
        "whs_endpoint": "signed_err_sat[9]",
        "hold_path.class": "input pin to output port",
    },
    "place": {
        "numPortBuffers": 70,
        "placedInstanceArea_sq_mm": 0.00122,
        "place_congestion": 0.798,
        "dp_hpwl_um": 2170,
        "place_ws_ns": -0.848,
    },
    "final_layout": {
        "n_clock_buffer": 0,
        "area_delta_synth_final_pct": 260,
        "post-route-util": 0.462,
        "n_fill_cell": 319,
        "ff_count": 0,
        "design_area_sq_mm": 0.00158,
        "register_area_sq_um": 0,
        "drive_gt1_frac": 0.558,
    },
}
-- placed cells by master, fill, tap and decap left out, types with 2 or more instances in the layout --
cell and instances:
buf_6 25, or2_4 8, o2bb2ai_1 13, buf_8 2, nand3_1 5, clkdlybuf4s50_1 28, o21ai_1 2, nor3_1 3
nand2_1 7, buf_4 10, nor2_1 2, buf_2 18, nor4_4 10, nor3_2 2, clkbuf_2 6, dlygate4sd2_1 7
-- area by class of cell --
cell class	instances	area, sq um	share of cell area
Tap cell	46	57.6	0.0365
Timing Repair Buffer	100	910	0.577
Multi-Input combinational cell	63	611	0.387
-- worst max path at each step --
stage / startpoint / to / slack, ns
after CTS: signed_err[12] / signed_err_sat[4] / -0.33
final: signed_err[11] / signed_err_sat[8] / -0.32
after global routing: signed_err[11] / signed_err_sat[8] / -0.37
-- cell families (layout without fill, tap and decap cells) --
family | after synthesis | after routing | synth area share
buffers and inverters | 7 | 100 | 0.0971
AND-OR/OR-AND | 18 | 18 | 0.340
AND/OR/NAND/NOR | 44 | 45 | 0.563
-- stage by stage --
step	power [mW]	cells	TNS, ns
floorplan	0.0472	69	-0.0143
global placement	0.221	186	-16.38
detailed placement	0.223	186	-16.71
CTS	0.242	206	-3.33
global route	0.284	209	-3.30
finish	0.266	209	-2.71
-- timing repair --
action,4_1_cts,5_1_grt
resized,150,37
hold buffers,0,0
gates cloned,4,0
setup buffers,16,4
pin swaps,29,16
endpoints found under the setup margin,26,21
-- layer usage --
metal  up-vias  track usage  wire length [um]
met5         -            0                 0
met4         0            0                 0
met1       403        0.118              1500
met3         0       0.0591               524
met2        59        0.120              1190
li1        464            -                 -
-- power by group --
group          internal [mW]  leakage (nW)  total, mW  switching [mW]
sequential                 0             0          0               0
clock                      0             0          0               0
combinational          0.159         0.637      0.266           0.107
total                  0.159         0.637      0.266           0.107
-- tightest hold or removal path, stage by stage --
cell and delay [ns]:
buf_6 0.09, nand4_1 0.10, o32a_2 0.15, buf_2 0.09
No activity file was given, so power comes from the tool's default toggle rates.
