File: design/flow/run.sh
#!/bin/bash
# OpenROAD 26Q1-2900-gdf79404cd8, Yosys 0.63+post, stock flow scripts
make -C /OpenROAD-flow-scripts/flow DESIGN_CONFIG=/design/flow/config.mk WORK_HOME=/design/flow/orfs finish
File: design/flow/config.mk
export PLATFORM = sky130hd
export DESIGN_NAME = add8bit
export DESIGN_NICKNAME = add8bit
export VERILOG_FILES = /design/flow/design.v
export SDC_FILE = /design/flow/constraint.sdc
export NUM_CORES = 4
export LEC_CHECK = 1
export CORE_AREA = 10 10 70 70
export DIE_AREA = 0 0 80 80
File: design/flow/constraint.sdc
current_design add8bit

set clk_period 6.2
set clk_io_pct 0.2

create_clock -name clk0 -period $clk_period

set non_clock_inputs [all_inputs -no_clocks]
set_input_delay [expr $clk_period * $clk_io_pct] -clock clk0 $non_clock_inputs
set_output_delay [expr $clk_period * $clk_io_pct] -clock clk0 [all_outputs]
File: design/flow/design.v
module FA (cout, sum, a, b, cin);
input a,b,cin;
output sum,cout;
wire s1, c1, c2, c3;
xor (s1, a, b);
xor (sum, cin, s1);
and (c1, a, b);
and (c2, b, cin);
and (c3, a, cin);
or  (cout, c1, c2, c3);
endmodule
module add8bit (ov, sum, a, b, cin);
input [7:0] a, b;
input cin; 
output [7:0] sum;
output ov;
wire co0, co1, co2, co3, co4, co5, co6;
FA fa1(.cout(co0),  .sum(sum[0]), .a(a[0]), .b(b[0]), .cin(cin));
FA fa2(.cout(co1),  .sum(sum[1]), .a(a[1]), .b(b[1]), .cin(co0));
FA fa3(.cout(co2),  .sum(sum[2]), .a(a[2]), .b(b[2]), .cin(co1));
FA fa4(.cout(co3),  .sum(sum[3]), .a(a[3]), .b(b[3]), .cin(co2));
FA fa5(.cout(co4),  .sum(sum[4]), .a(a[4]), .b(b[4]), .cin(co3));
FA fa6(.cout(co5),  .sum(sum[5]), .a(a[5]), .b(b[5]), .cin(co4));
FA fa7(.cout(co6),  .sum(sum[6]), .a(a[6]), .b(b[6]), .cin(co5));
FA fa8(.cout(ov),   .sum(sum[7]), .a(a[7]), .b(b[7]), .cin(co6));
endmodule
==> CHANGELOG.md <==
### Metrics

- Flop count: 0
- Max IR drop VDD: 0.0000216 V
- Distinct lib cells: 3
- OpenROAD warnings: 32
- Part of the power in the clock network: 0%
- Cell area after layout: 528 sq um
- Top cells by count: 10 x inv_1, 8 x buf_4, 8 x fa_1
- Lkg Pwr: 0.208 nW
- Worst slew margin: 93.2%
- Top Ports: 26
- Top cell area share: 62.1%
- Cell area leaders: fa_1 62%, buf_4 23%, inv_1 15%
- DRC: 0
- Fp_density: 7.55%
- GRT Overall Usage: 2.33%
- Worst hold stages: 5
- CP startpoint: a[0]
- Cycle use final: 95.6%
- Most instantiated library cell after synthesis: inv_1
- Crit path required time: 4.96 ns
- DRC marker count from the first detailed-route iteration: 2
- Startpoint Class: input pin
- GR Overflow Total: 0
- Final setup fails: 0
- Slew Limit Fails: 0
- DR WL/cell: 8.58 um
- Register share after synthesis: 0%
- # Post-CTS Setup Buffers: 0
- CP arrival: 4.69 ns
- Post-CTS sizing: 16
- Post-DP Area: 515 sq um
- First-pass GRT wire length: 1.18 mm
- Initial antenna violation count: 0
- Final Hold Vio Count: 0
- Hold buffers post-CTS: 0
- FF/Latch Area: 0 sq um
- Post-layout min period: 5.93 ns
- CP Capture Type: output port
- Diodes inserted: 0
- Post-synth top area cell: fa_1
- Vias post-DR: 212
- Row count: 21
- RSZ-0062 raised after global routing: no
- Internal power: 0.0000317 W
- Combinational fraction of design power: 100.0%
- Fill count: 392
- Sequential power share: 0%
- Detailed placement HPWL: 747 um
- Yosys warns: 0
- Cell count after placement: 90
- Setup Crit Path Kind: in -> out
- Cell Area, Synth: 258 sq um
- Clock Buffer Count: 0
- Drt via density: 2.36
- Status: finished, final reports clean
- Worst Hold Endpoint: sum[7]
- Hold/Removal Path Class: in -> out
- Yosys chip area: 258 sq um
- Max Cap Viol: 0
- Fmax: 169 MHz
- Vias in the first global route: 263
- Hold_sp: b[7]
- Crit path max fanout: 1
- Core Region: 3420 sq um
- Total Wirelength: 772 um
- Antenna-violating nets left: 0
- DR pass1 iterations: 2
- Mean Syn Cell Area: 9.91 sq um
- Cells in synth_stat.txt: 26
- P_sw: 0.0000125 W
- Number of port buffers: 26
- Worst-Margin Slew: 0.101 ns
- Area delta synth->final: 105%
- Placer Congestion: 0.834
- Largest net degree at the start of global routing: 2
- Die height: 80 um
- Power Dens Cells: 83.7 nW/um^2
- Share of cells above drive strength 1: 27.3%
- Non-filler cells, final: 90
- Die span in x: 80 um
- Die ar.: 6400 sq um
- Cells after Synth: 26
- Sw Share: 28.2%
[kinds of logic after synthesis]
family / Yosys count / synth area share (%)
adders and majority gates: 8 / 62.1
buffers and inverters: 18 / 37.9
[how the worst max path moves through the flow]
stage	to	slack (ns)	depth (start not counted)
after CTS	sum[7]	0.23	14
final	sum[7]	0.27	14
after global routing	sum[7]	0.10	14
[metal layers]
metal	track usage, %	vias to the layer above	part of all wire, %
met5	0	-	0
met4	0	0	0
met3	2.84	0	33
met2	2.89	24	30
met1	2.64	92	37
li1	-	96	-
[power groups by stage]
stage / combinational [W] / clock (W) / sequential (W)
global route: 0.0000512 / 0 / 0
CTS: 0.0000456 / 0 / 0
finish: 0.0000442 / 0 / 0
[metrics by stage]
stage / total power (W) / hold slack, ns / TNS [ns] / setup slack (ns) / utilization [%]
after global placement: 0.0000447 / 3.53 / -0.275 / -0.275 / 15.1
after detailed placement: 0.0000447 / 3.53 / -0.316 / -0.316 / 15.1
final: 0.0000442 / 3.36 / 0 / 0.272 / 15.5
after global routing: 0.0000512 / 3.42 / 0 / 0.100 / 15.5
after floorplan: 0.0000214 / 2.70 / 0 / 0.624 / -
after CTS: 0.0000456 / 3.37 / 0 / 0.233 / 15.5
[cell type report]
class	instances	area, sq um	area share (%)
timing repair buffer	26	255	48.3
inverter	10	37.5	7.11
tap	46	57.6	10.9
multi-input combinational	8	178	33.6
[worst max-delay path, cell delays in order]
cell	delay, ns
dlygate4sd2_1	0.24
inv_2	0.06
fa_2	0.20
inv_2	0.04
fa_2	0.35
fa_2	0.37
fa_2	0.38
fa_2	0.37
fa_2	0.37
fa_2	0.36
inv_2	0.06
fa_1	0.39
inv_1	0.06
dlygate4sd2_1	0.20
[cell usage in the layout, fill, tap and decap left out, drive strengths merged]
cell type and n:
clkdlybuf4s50 22, dlygate4sd2 4, fa 8, inv 10
No activity file was given, so power comes from the tool's default toggle rates.
