==> flow/design.v <==
module speed (ptch_D_diff,ptch_err_sat,thrst,frnt_spd_calc);
input signed [5:0] ptch_D_diff;     
input signed [9:0] ptch_err_sat;	
input unsigned [8:0] thrst;		            
output signed [12:0] frnt_spd_calc;
localparam MIN_RUN_SPEED = 13'h0200;
wire signed [9:0] ptch_dterm, ptch_pterm;
wire signed [9:0] w1, w2; 
assign ptch_dterm = ptch_D_diff * $signed(9);
assign w1 = ptch_err_sat >>> 1;
assign w2 = ptch_err_sat >>> 3; 
assign ptch_pterm = w1 + w2; 
assign frnt_spd_calc = MIN_RUN_SPEED + thrst 
- {{3{ptch_pterm[9]}}, ptch_pterm[9:0]} - {{3{ptch_dterm[9]}}, ptch_dterm[9:0]};
endmodule
==> flow/run.sh <==
#!/bin/bash
# OpenROAD 26Q1-2900-gdf79404cd8, Yosys 0.63+post, stock flow scripts
make -C /OpenROAD-flow-scripts/flow DESIGN_CONFIG=/design/flow/config.mk WORK_HOME=/design/flow/orfs finish
==> flow/config.mk <==
export PLATFORM = sky130hd
export DESIGN_NAME = speed
export DESIGN_NICKNAME = speed
export VERILOG_FILES = /design/flow/design.v
export SDC_FILE = /design/flow/constraint.sdc
export NUM_CORES = 4
export LEC_CHECK = 1
export CORE_AREA = 10 10 86 86
export DIE_AREA = 0 0 96 96
==> flow/constraint.sdc <==
current_design speed

set clk_period 7.3
set clk_io_pct 0.2

create_clock -name clk0 -period $clk_period

set non_clock_inputs [all_inputs -no_clocks]
set_input_delay [expr $clk_period * $clk_io_pct] -clock clk0 $non_clock_inputs
set_output_delay [expr $clk_period * $clk_io_pct] -clock clk0 [all_outputs]
==> run notes <==
Physical implementation status

The run finished with clean final reports. For this block, the via count after detailed routing is 1113. The share of post-route cells with drive strength above 1 stands at 0.08377. The time the worst path needs with I/O delays and setup stands at 7.060 ns. Among all stages on the critical path, the largest delay is contributed by sky130_fd_sc_hd__fa_1. The actual slew at the worst max-slew pin stands at 0.3387 ns. The initial antenna violation count stands at 0. The timing report gives the biggest stage delay along the critical path as 0.52 ns. The final cell count without fillers stands at 263.

Buffers inserted to repair hold after CTS numbered 0. The maximum number of pins on one net before global-route repair stands at 10. The antenna violation net count after detailed routing stands at 0. The floorplan step set the die width to 96 um. STA classifies the critical path startpoint as an input pin.

The routed design ends up with an antenna cell count of 0. The area of placed instances stands at 1803 um2. According to the floorplan log, the row count is 27. The sum of routed wire length over all layers stands at 2996 um. After detailed routing, the number of vias per cell comes to 4.232.

Detailed placement ended at an HPWL of 2769 um. In the final layout, the clock buffer count is 0. The final hold violation count recorded for this run is 0.

The tally of unique sky130hd cells used after synthesis stands at 39. Across the VDD grid, the largest voltage drop is 108.8 uV. Traced cell by cell, the critical path runs through clkdlybuf4s50_1, ha_1, ha_1, a21o_1, a21oi_2, xor2_1, fa_1, fa_1, ha_2, a21oi_2, o211ai_1, and3b_1, nor3_2, clkdlybuf4s50_1. The critical path is of the in -> out type. The per-instance average area after synthesis stands at 8.693 um2. The number of cells in the yosys synthesis report stands at 154. Setup violations remaining at the end of the flow were counted as 0. After clock tree synthesis, the setup repair step added 0 buffers. The highest achievable clock rate stands at 141.6 MHz. The number of design rule violations left after detail routing stands at 0. The filler cell count stands at 583. Ranked by total cell area, the synthesized netlist is headed by sky130_fd_sc_hd__fa_1 27%, sky130_fd_sc_hd__ha_1 21%, sky130_fd_sc_hd__inv_1 10%. In this run, post-CTS repair resized a total of 0 instances. The warning tally printed by Yosys for this design is 0. The design has 0 sequential cells. The global routing report lists combined usage of all routing layers as 0.06650.

Per the summary, power density relative to cell area is 275.9 nW/um2. In the synthesized netlist, the number of instances is 154. The number of global-route vias before repair came to 1118.

The worst setup path is captured at a primary output. The share of synthesized area in the top cell type comes to 0.2692. Summing all flip-flop and latch instances after layout gives 0 um2. Counting tap cells, the placed design contains a total of 263 instances. The total design power stands at 0.5023 mW. The cell type that accounts for the most area after synthesis is sky130_fd_sc_hd__fa_1.

The kind of cell with the highest combined delay along the critical path is adder cells. Summing over the stages, the warning tally comes to 35. The cell area after layout stands at 1821 um2. The arrival time of data at the worst endpoint is listed as 5.60 ns. The netlist area before placement stands at 1339 um2. The final sum of negative setup slack stands at 0 ns. In the log, the iteration count for the first detailed-route pass is 4. Max-cap violations in this run came to 0. Setup repair after global routing left no endpoint under its margin.

Sorting the synthesis cell report by count puts at the top sky130_fd_sc_hd__inv_1. The final max-slew violation count recorded for this run is 0. The routed length per instance stands at 11.39 um. According to the floorplan report, the placeable core area is 5540 um2. The share of synthesized area occupied by flip-flops and latches stands at 0.

Along the worst path, the maximum fanout reaches 6. Measured along the y axis, the die boundary spans 96 um. The headroom to the max-slew limit stands at 0.7732.

The share of the cycle needed by the critical path after routing stands at 0.9671. The number of DRC markers after the initial detailed-route iteration stands at 27. Per the post-run analysis, buffers plus inverters along the critical path come to 2.

The area of the chip stands at 9216 um2. The count of input and output buffers stands at 37. The final estimated routing congestion in global placement stands at 0.7983. The area reported by Yosys stat stands at 1339 um2. The required time of the critical path stands at 5.84 ns. The first global-routing pass estimated 4968 um of wire. The leakage power summed over all cells stands at 0.8293 nW. Relative to the synthesized area, the layout overhead comes to 35.98%. The overall overflow remaining after global route stands at 0. Counting instances in the post-synthesis netlist gives the leading cell types as 37 x sky130_fd_sc_hd__inv_1, 23 x sky130_fd_sc_hd__ha_1, 18 x sky130_fd_sc_hd__fa_1. The boundary pin count stands at 38.

The floorplan-stage core utilization stands at 0.2416. The most critical min-delay path falls under in -> out.
-- cells by family after synthesis --
group                    after synthesis  share of synthesized area
AND-OR/OR-AND                         35                     0.2093
XOR/XNOR                              13                    0.08505
adder cells (fa/ha/maj)               41                     0.4841
buffers and inverters                 38                     0.1065
multiplexers                           1                   0.007477
AND/OR/NAND/NOR                       26                     0.1075
-- cells in the final DEF, fill, tap and decap left out, types with 3 or more instances in the layout --
cell type,count
sky130_fd_sc_hd__nor3_1,3
sky130_fd_sc_hd__clkdlybuf4s50_1,37
sky130_fd_sc_hd__o21ai_0,3
sky130_fd_sc_hd__o21ai_1,3
sky130_fd_sc_hd__nor2_1,5
sky130_fd_sc_hd__xnor2_1,8
sky130_fd_sc_hd__a21oi_1,7
sky130_fd_sc_hd__xor2_1,5
sky130_fd_sc_hd__nand2_1,4
sky130_fd_sc_hd__nand3_1,5
sky130_fd_sc_hd__a21o_1,3
sky130_fd_sc_hd__a211oi_2,3
sky130_fd_sc_hd__ha_1,21
sky130_fd_sc_hd__fa_1,18
sky130_fd_sc_hd__inv_1,37
-- path summary, 6_finish.rpt --
kind | start | end | slack [ns] | depth (start not counted)
setup / recovery | ptch_D_diff[5] | frnt_spd_calc[12] | 0.24 | 14
hold / removal | thrst[0] | frnt_spd_calc[0] | 4.03 | 3
-- stage by stage --
step	worst slack [ns]	hold slack [ns]	util
after detailed placement	0.05316	4.036	0.3254
after CTS	0.04574	4.041	0.3254
after global placement	0.1106	4.030	0.3254
after floorplan	1.304	3.027	-
final	0.2398	4.026	0.3286
after global routing	0.02444	4.090	0.3286
-- final cells by class --
| cell class | count | area, um2 | area share |
|---|---|---|---|
| Tap cell | 72 | 90.09 | 0.04948 |
| Inverter | 37 | 138.9 | 0.07629 |
| Timing Repair Buffer | 38 | 377.9 | 0.2076 |
| Multi-Input combinational cell | 116 | 1214 | 0.6667 |
-- worst min-delay path, cell delays in order --
cell	delay (ns)
sky130_fd_sc_hd__clkdlybuf4s50_1	0.49
sky130_fd_sc_hd__fa_1	0.16
sky130_fd_sc_hd__clkdlybuf4s50_1	0.46
-- per-layer routing --
layer	part of all wire	GRT usage
met1	0.51	0.1000
met3	0.083	0.01415
met4	0	0
met5	0	0
met2	0.40	0.1026
-- power breakdown --
| part | switching, mW | leakage [nW] | internal (mW) |
|---|---|---|---|
| clock | 0 | 0 | 0 |
| sequential | 0 | 0 | 0 |
| combinational | 0.221 | 0.829 | 0.281 |
| total | 0.221 | 0.829 | 0.281 |
Power figures rest on the tool's default switching activity, not on a simulated workload.
